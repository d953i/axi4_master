==> ./design.v <==
`timescale 1 ns / 1 ps
module axi4_master #
(
    parameter P_TARGET_SLAVE_BASE_ADDR     = 32'h0,                              
    parameter integer P_WRITE_BURSTS = 1,                                        
    parameter integer P_READ_BURSTS  = 16,                                       
    parameter integer P_ID_WIDTH     = 6,                                        
    parameter integer P_ADDR_WIDTH   = 32,                                       
    parameter integer P_DATA_WIDTH   = 256                                       
)
(
    input  wire [P_ADDR_WIDTH - 1:0] WRITE_ADDR,
    input  wire [P_DATA_WIDTH - 1:0] WRITE_DATA,
    input  wire WRITE_START,
    output wire WRITE_READY,
    output wire WRITE_DONE,                                                      
    output wire WRITE_ERROR,                                                     
    input  wire CLOCK,                                                           
    input  wire RESET,                                                           
    output wire [P_ID_WIDTH - 1:0] AWID,                                         
    output wire [P_ADDR_WIDTH - 1:0] AWADDR,                                     
    output wire [7:0] AWLEN,                                                     
    output wire [2:0] AWSIZE,                                                    
    output wire [1:0] AWBURST,                                                   
    output wire AWLOCK,                                                          
    output wire [3:0] AWCACHE,                                                   
    output wire [2:0] AWPROT,                                                    
    output wire [3:0] AWQOS,                                                     
    output wire AWVALID,                                                         
    input  wire AWREADY,                                                         
    output wire [P_DATA_WIDTH-1 : 0] WDATA,                                      
    output wire [P_DATA_WIDTH/8-1 : 0] WSTRB,                                    
    output wire WLAST,                                                           
    output wire WVALID,                                                          
    input  wire WREADY,                                                          
    output wire [P_ID_WIDTH-1 : 0] ARID,                                         
    output wire [P_ADDR_WIDTH-1 : 0] ARADDR,                                     
    output wire [7 : 0] ARLEN,                                                   
    output wire [2 : 0] ARSIZE,                                                  
    output wire [1 : 0] ARBURST,                                                 
    output wire ARLOCK,                                                          
    output wire [3 : 0] ARCACHE,                                                 
    output wire [2 : 0] ARPROT,                                                  
    output wire [3 : 0] ARQOS,                                                   
    output wire ARVALID,                                                         
    input  wire ARREADY,                                                         
    input  wire [P_ID_WIDTH-1 : 0] RID,                                          
    input  wire [P_DATA_WIDTH-1 : 0] RDATA,                                      
    input  wire [1 : 0] RRESP,                                                   
    input  wire RLAST,                                                           
    input  wire RVALID,                                                          
    output wire RREADY,                                                          
    output wire BREADY,                                                          
    input  wire BVALID,                                                          
    input  wire [1 : 0] BRESP,                                                   
    input  wire [P_ID_WIDTH-1 : 0] BID                                           
);
function integer clogb2 (input integer bit_depth);
begin
    for(clogb2=0; bit_depth>0; clogb2=clogb2+1)
        bit_depth = bit_depth >> 1;
    end
endfunction
localparam integer P_WRITE_TRANSACTIONS_NUM = clogb2(P_WRITE_BURSTS - 1);
localparam integer C_MASTER_LENGTH = 12;
localparam integer C_NO_BURSTS_REQ = C_MASTER_LENGTH-clogb2((P_WRITE_BURSTS*P_DATA_WIDTH/8)-1);
reg [1:0] writer_state;
localparam [1:0] WRITE_IDLE = 0;
localparam [1:0] INIT_WRITE  = 1;
localparam [1:0] INIT_WBURST = 2;
reg [P_ID_WIDTH - 1:0]   m_awid = 0;
reg [P_ADDR_WIDTH - 1:0] m_awaddr;
reg m_awvalid;
reg [P_DATA_WIDTH - 1:0] m_wdata;
reg m_wlast;
reg m_wvalid;
reg m_bready;
reg [P_ADDR_WIDTH - 1:0] m_araddr;
reg m_arvalid;
reg m_rready;
reg [P_WRITE_TRANSACTIONS_NUM:0] write_index;                                    
reg [P_WRITE_TRANSACTIONS_NUM:0] read_index;                                     
wire [P_WRITE_TRANSACTIONS_NUM + 2: 0] burst_size_bytes;                         
reg [C_NO_BURSTS_REQ : 0] write_burst_counter;
reg [C_NO_BURSTS_REQ : 0] read_burst_counter;
reg start_single_burst_write;
reg start_single_burst_read;
reg writes_done;
reg reads_done;
reg error_reg;
reg compare_done;
reg read_mismatch;
reg burst_write_active;
reg burst_read_active;
reg [P_DATA_WIDTH - 1: 0] expected_rdata;
wire write_resp_error;
wire read_resp_error;
wire wnext;
wire rnext;
reg  init_txn_ff;
reg  init_txn_ff2;
reg  init_txn_edge;
wire init_txn_pulse;
reg [31:0] m_writer_counter = 0;
assign WRITE_READY = (AWREADY && WREADY) ? 1 : 0;
assign AWID = m_awid + m_writer_counter;
assign AWADDR = P_TARGET_SLAVE_BASE_ADDR + m_awaddr;                             
assign AWLEN= P_WRITE_BURSTS - 1;                                                
assign AWSIZE = clogb2((P_DATA_WIDTH / 8) - 1);                                  
assign AWBURST = 2'b01;                                                          
assign AWCACHE = 4'b0110;
assign AWPROT = 3'h0;
assign AWQOS = 4'h0;
assign AWVALID = m_awvalid;
assign AWLOCK = 1'b0;                                                            
assign WDATA = m_wdata;                                                          
assign WSTRB = {(P_DATA_WIDTH / 8){1'b1}};
assign WLAST = m_wlast;
assign WVALID = m_wvalid;
assign BREADY = m_bready;
assign ARID = 'b0;
assign ARADDR = P_TARGET_SLAVE_BASE_ADDR + m_araddr;                             
assign ARLEN = P_READ_BURSTS - 1;                                                
assign ARSIZE = clogb2((P_DATA_WIDTH / 8) - 1);                                  
assign ARBURST = 2'b01;
assign ARCACHE = 4'b0010;
assign ARPROT = 3'h0;
assign ARQOS = 4'h0;
assign ARVALID = m_arvalid;
assign ARLOCK = 1'b0;                                                            
assign RREADY = m_rready;
assign burst_size_bytes = P_WRITE_BURSTS * P_DATA_WIDTH / 8;                     
always @(posedge CLOCK) begin
    if (RESET == 0) begin
        m_awvalid <= 0;
    end else if (WRITE_START) begin
        m_awvalid <= 1;
    end else if (AWREADY && m_awvalid) begin                                     
        m_awvalid <= 0;
    end else begin
        m_awvalid <= m_awvalid;
    end
end
always @(posedge CLOCK) begin
    if (RESET == 0) begin
        m_awaddr <= 0;
    end else if (WRITE_START) begin
        m_awaddr <= WRITE_ADDR;
    end else if (AWREADY && m_awvalid) begin
        m_awaddr <= 0;
    end else begin
        m_awaddr <= m_awaddr;
    end
end
always @(posedge CLOCK) begin
    if (RESET == 0) begin
        m_wvalid <= 0;
    end else if (WRITE_START) begin
        m_wvalid <= 1;
    end else if (WREADY && m_wvalid) begin
        m_wvalid <= 0;
    end else begin
        m_wvalid <= m_wvalid;
    end
end
always @(posedge CLOCK) begin
    if (RESET == 0) begin
        m_wlast <= 0;
    end else if (WRITE_START) begin
        m_wlast <= 1;
    end else if (WREADY && m_wvalid) begin
        m_wlast <= 0;
    end else begin
        m_wlast <= m_wlast;
    end
end
always @(posedge CLOCK) begin
    if (RESET == 0) begin
        m_wdata <= 0;
    end else if (WRITE_START) begin
        m_wdata <= WRITE_DATA;
    end else if (WREADY && m_wvalid) begin
        m_wdata <= 0;
    end else begin 
        m_wdata <= m_wdata;
    end
end
 always @(posedge CLOCK) begin
    if (RESET == 0) begin
        m_bready <= 0;
    end else begin
        m_bready <= 1;
    end
end
always @(posedge CLOCK) begin
    if (RESET == 0) begin
        m_arvalid <= 0;
    end else begin
        m_arvalid <= m_arvalid;
    end
end
always @(posedge CLOCK) begin
    if (RESET == 0) begin
        m_rready <= 0;
    end else begin
        m_rready <= m_rready;
    end
end
endmodule
==> ./run.sh <==
#!/bin/bash
# OpenROAD 26Q1-2900-gdf79404cd8, Yosys 0.63+post, stock flow scripts
make -C /OpenROAD-flow-scripts/flow DESIGN_CONFIG=/design/flow/config.mk WORK_HOME=/design/flow/orfs finish
==> ./config.mk <==
export PLATFORM = sky130hd
export DESIGN_NAME = axi4_master
export DESIGN_NICKNAME = axi4_master
export VERILOG_FILES = /design/flow/design.v
export SDC_FILE = /design/flow/constraint.sdc
export NUM_CORES = 4
export LEC_CHECK = 1
export CORE_AREA = 10 10 382 382
export DIE_AREA = 0 0 392 392
==> ./constraint.sdc <==
current_design axi4_master

set clk_period 18.2
set clk_io_pct 0.2

create_clock -name clk0 -period $clk_period [get_ports {CLOCK}]

set non_clock_inputs [all_inputs -no_clocks]
set_input_delay [expr $clk_period * $clk_io_pct] -clock clk0 $non_clock_inputs
set_output_delay [expr $clk_period * $clk_io_pct] -clock clk0 [all_outputs]
==> flow_results.xml <==
<?xml version="1.0" encoding="UTF-8"?>
<metrics>
  <group name="setup_path">
    <metric name="critPathCaptureType" unit="">primary output</metric>
    <metric name="register_to_register_path_depth" unit="">5</metric>
    <metric name="crit_fanout" unit="">3</metric>
    <metric name="critical_path.reg2reg.startpoint" unit="">m_wlast$_SDFFE_PN0P_</metric>
    <metric name="worstReg2RegEnd" unit="">m_wdata[94]$_SDFFE_PN0P_</metric>
    <metric name="worstSetupStartpointType" unit="">primary input</metric>
    <metric name="worst_ep_arrival_time" unit="ns">4.87</metric>
    <metric name="timing.setup.critical_path_class" unit="">in -&gt; out</metric>
    <metric name="reg2reg_slack" unit="ns">15.69</metric>
    <metric name="required_arrival_time_at_the_worst_endpoint" unit="ns">14.56</metric>
  </group>
  <group name="yosys">
    <metric name="postSynthRegisterBits" unit="">291</metric>
    <metric name="synth.yosys.warnings" unit="">35</metric>
    <metric name="synth.yosys.seq_area_share" unit="%">44.3</metric>
    <metric name="ys_cells" unit="">1422</metric>
    <metric name="yosysUniqueCellTypes" unit="">16</metric>
    <metric name="post_synth.cell_area_avg" unit="um^2">9.26</metric>
    <metric name="synth_chip_area" unit="mm^2">0.0132</metric>
    <metric name="mappedNetlistArea" unit="mm^2">0.0132</metric>
    <metric name="syn-instance-count" unit="">1422</metric>
  </group>
  <group name="global_routing">
    <metric name="grt-ovfl-total" unit="">0</metric>
    <metric name="groute.usage.overall" unit="%">7.55</metric>
    <metric name="number_of_antenna_violations_at_the_first_check_in_global_routing" unit="">15</metric>
    <metric name="grt_start_max_net_pins" unit="">148</metric>
    <metric name="groute.layer.met2.usage" unit="%">10.4</metric>
    <metric name="number_of_global_route_vias_before_repair" unit="">11600</metric>
    <metric name="use_met3" unit="%">5.19</metric>
    <metric name="global_route_wire_length_before_repair" unit="mm">84.5</metric>
    <metric name="globalRouteMet1Util" unit="%">9.62</metric>
    <metric name="grt-busiest-layer" unit="">met2</metric>
  </group>
  <group name="clock_tree">
    <metric name="cts_sinks" unit="">291</metric>
    <metric name="worst_skew_pair.late_latency" unit="ns">0.58</metric>
    <metric name="worst_setup_hold_path_clk_slew" unit="ns">0.05</metric>
    <metric name="postCtsSetupBuffers" unit="">0</metric>
    <metric name="maximum_number_of_buffers_from_clock_root_to_sink" unit="">3</metric>
    <metric name="clock_tree.root_cell" unit="">sky130_fd_sc_hd__clkbuf_16</metric>
    <metric name="tritoncts.num_buffers" unit="">39</metric>
    <metric name="cts.hold.buffers_added" unit="">0</metric>
    <metric name="clock_tree.htree_level_count" unit="">2</metric>
    <metric name="postCtsResizedCells" unit="">0</metric>
    <metric name="tritoncts" unit="">yes</metric>
  </group>
  <group name="worst_hold_path">
    <metric name="min-delay-start" unit="">m_wdata[128]$_SDFFE_PN0P_</metric>
    <metric name="holdPathEnd" unit="">m_wdata[128]$_SDFFE_PN0P_</metric>
    <metric name="worstHoldPathType" unit="">reg -&gt; reg</metric>
    <metric name="timing.hold.worst_path_depth" unit="">2</metric>
  </group>
  <group name="floorplan">
    <metric name="floorplanUtilization" unit="%">9.57</metric>
    <metric name="chipWidth" unit="um">392</metric>
    <metric name="pin_count" unit="">992</metric>
    <metric name="die_y" unit="um">392</metric>
    <metric name="placeableCoreArea" unit="mm^2">0.137</metric>
    <metric name="die_footprint" unit="mm^2">0.154</metric>
    <metric name="placementRows" unit="">136</metric>
  </group>
  <group name="timing">
    <metric name="period_used_share" unit="%">46.8</metric>
    <metric name="setup_viol" unit="">0</metric>
    <metric name="worst_pin_slew" unit="ns">0.768</metric>
    <metric name="slew-limit-headroom" unit="%">48.8</metric>
    <metric name="report.final.slew_viol_count" unit="">0</metric>
    <metric name="timing.final.hold_violations" unit="">0</metric>
    <metric name="finClkSkew" unit="ns">0.0100</metric>
    <metric name="fin_setup_tns" unit="ns">0</metric>
    <metric name="grt_setup_unrepaired" unit="">false</metric>
    <metric name="finalWorstPathRequiredPeriod" unit="ns">8.51</metric>
    <metric name="max_clock_freq" unit="GHz">0.117</metric>
  </group>
  <group name="detailed_routing">
    <metric name="routed_via_density" unit="">3.09</metric>
    <metric name="iter_0_drt_violations" unit="">438</metric>
    <metric name="drt_pass1_iterations" unit="">6</metric>
    <metric name="postRouteWirelength" unit="mm">62.0</metric>
    <metric name="route.detailed.wl_per_inst" unit="um">16.5</metric>
    <metric name="remaining_drc_errors" unit="">0</metric>
    <metric name="route.antenna.remaining_nets" unit="">0</metric>
    <metric name="routed-via-count" unit="">11600</metric>
  </group>
  <group name="finish">
    <metric name="finish.cell_count_without_fillers" unit="">3759</metric>
    <metric name="area_growth" unit="%">62.9</metric>
    <metric name="layout-drive-gt1-share" unit="%">6.18</metric>
  </group>
  <group name="pwr">
    <metric name="power_density" unit="mW/mm^2">80.0</metric>
    <metric name="power.ir.vdd_worst" unit="mV">0.0644</metric>
    <metric name="leakage" unit="nW">7.47</metric>
  </group>
  <group name="placed_design">
    <metric name="dp.final_hpwl" unit="mm">47.8</metric>
    <metric name="gp_routability_congestion" unit="">0.852</metric>
    <metric name="placement.io_buffers" unit="">585</metric>
    <metric name="placed_cells" unit="">3685</metric>
  </group>
  <group name="flow_run">
    <metric name="warnings" unit="">309</metric>
    <metric name="reported_max_cap_violation_count" unit="">0</metric>
  </group>
  <group name="status">
    <metric name="run_status" unit="">completed</metric>
  </group>
</metrics>
[power by group]
part	internal [W]	switching, W
Combinational	0.000152	0.0000962
Clock	0.000460	0.000317
Sequential	0.000672	0.0000191
[sequential cells by signal (all words and copies together) (netlist names)]
name,flops
m_awaddr,32
m_awvalid,1
m_bready,1
m_wdata,256
m_wlast,1
[cells in the final DEF, fill, tap and decap left out, types with 3 or more instances in the layout]
| master | n |
|---|---|
| sky130_fd_sc_hd__clkinv_2 | 3 |
| sky130_fd_sc_hd__buf_4 | 13 |
| sky130_fd_sc_hd__nand3b_1 | 288 |
| sky130_fd_sc_hd__dfxtp_1 | 291 |
| sky130_fd_sc_hd__clkbuf_8 | 10 |
| sky130_fd_sc_hd__clkdlybuf4s50_1 | 583 |
| sky130_fd_sc_hd__conb_1 | 130 |
| sky130_fd_sc_hd__a21boi_2 | 43 |
| sky130_fd_sc_hd__diode_2 | 6 |
| sky130_fd_sc_hd__nand2_1 | 288 |
| sky130_fd_sc_hd__a21boi_0 | 27 |
| sky130_fd_sc_hd__inv_6 | 4 |
| sky130_fd_sc_hd__clkbuf_16 | 39 |
| sky130_fd_sc_hd__clkbuf_1 | 8 |
| sky130_fd_sc_hd__a21boi_1 | 218 |
| sky130_fd_sc_hd__clkinvlp_4 | 3 |
[worst max path at each step]
| stage | depth (start not counted) | start | slack, ns | end |
|---|---|---|---|---|
| CTS | 3 | WREADY | 9.68 | WRITE_READY |
| global route | 3 | WREADY | 9.65 | WRITE_READY |
| finish | 3 | WREADY | 9.69 | WRITE_READY |
[cell usage after synthesis, drive strengths merged]
| cell type | instances | area (um^2) |
|---|---|---|
| dfxtp | 291 | 5830 |
| nand2 | 290 | 1090 |
| a21boi | 288 | 2320 |
| nand3b | 288 | 2160 |
| buf | 224 | 1590 |
| clkbuf | 34 | 128 |
| conb | 2 | 7.51 |
| nor2b | 2 | 12.5 |
| o21a | 2 | 15.0 |
| and2 | 1 | 6.26 |
[cell families (layout without fill, tap and decap cells)]
group	count (synthesis)	in the layout	share of synthesized area, %
AND/OR/NAND/NOR	581	581	24.9
flip-flops	291	291	44.3
AND-OR/OR-AND	290	290	17.8
buffers and inverters	258	667	13.1
other	2	136	0.0571
[worst max-delay path, cell delays in order]
cell and delay (ns):
sky130_fd_sc_hd__clkdlybuf4s50_1 0.60, sky130_fd_sc_hd__and2_1 0.16, sky130_fd_sc_hd__clkdlybuf4s50_1 0.47
[per-stage QoR]
stage	total power (W)	area, um^2	hold slack, ns	setup slack (ns)	util [%]
6_report	0.00172	21400	0.476	9.69	15.6
4_1_cts	0.00176	21400	0.478	9.68	15.6
3_3_place_gp	0.000959	20200	0.464	9.69	14.7
5_1_grt	0.00180	21400	0.484	9.65	15.6
3_5_place_dp	0.000959	20200	0.468	9.68	14.7
2_1_floorplan	0.000803	13600	0.440	10.81	-
[per-layer routing]
layer  share of wire (%)  wire (um)
met5                0.11         69
met4                 2.9       1800
met3                  18      10900
met2                  38      23700
met1                  41      25500
[area by class of cell]
type	count	area, um^2
diodes	6	15.0
clock buffers	56	1130
flip-flops and latches	291	5830
well taps	1794	2240
clock inverters	12	133
multi-input cells	1001	6110
repair buffers	599	5980
fillers	15500	116000
No activity file was given, so power comes from the tool's default toggle rates.
