==> /design/flow/design.v <==
`timescale 1 ns / 1 ps
module axi4_tester #
(
    parameter P_TARGET_SLAVE_BASE_ADDR     = 32'h0,                              
    parameter integer P_WRITE_BURSTS = 1,                                        
    parameter integer P_READ_BURSTS  = 16,                                       
    parameter integer P_ID_WIDTH     = 6,                                        
    parameter integer P_ADDR_WIDTH   = 32,                                       
    parameter integer P_DATA_WIDTH   = 256                                       
)
(
    input  wire CLOCK,                                                           
    input  wire RESET,                                                           
    input  wire BEGIN_TEST,
    output wire [P_ADDR_WIDTH - 1:0] WRITE_ADDR,
    output wire [P_DATA_WIDTH - 1:0] WRITE_DATA,
    output wire WRITE_START,
    input  wire WRITE_READY,
    input  wire WRITE_DONE,                                                      
    input  wire WRITE_ERROR                                                     
);
reg [3:0] current_state;
localparam [3:0] STATE_IDLE  = 0;
localparam [3:0] STATE_WAIT1 = 1;
localparam [3:0] STATE_WAIT2 = 2;
localparam [3:0] STATE_WAIT3 = 3;
localparam [3:0] STATE_DONE  = 4;
reg  [P_ADDR_WIDTH - 1:0] m_waddr;
reg  [P_DATA_WIDTH - 1:0] m_wdata;
reg  m_wstart;
assign WRITE_START = m_wstart;
assign WRITE_ADDR = m_waddr;
assign WRITE_DATA = m_wdata;
always @(posedge CLOCK) begin
    if (!RESET) begin
        current_state <= STATE_IDLE;
        m_wstart <= 0;
        m_waddr <= 0;
        m_wdata <= 0;
    end else begin
        case (current_state)
            STATE_IDLE: begin
                if (BEGIN_TEST) begin
                    current_state <= STATE_WAIT1;
                    m_wstart <= 1;
                    m_waddr <= 'h20;
                    m_wdata <= 'h1111_2222_3333_4444_5555_6666_7777_8888_1111_2222_3333_4444_5555_6666_7777_8888;
                end
            end
            STATE_WAIT1: begin
                if (WRITE_READY) begin
                    current_state <= STATE_WAIT2;
                    m_wstart <= 1;
                    m_waddr <= 'h40;
                    m_wdata <= 'h2222_3333_4444_5555_6666_7777_8888_1111_2222_3333_4444_5555_6666_7777_8888_1111;
                end
            end            
            STATE_WAIT2: begin
                if (WRITE_READY) begin
                    current_state <= STATE_WAIT3;
                    m_wstart <= 1;
                    m_waddr <= 'h40;
                    m_wdata <= 'h2222_3333_4444_5555_6666_7777_8888_1111_2222_3333_4444_5555_6666_7777_8888_1111;
                end
            end            
            STATE_WAIT3: begin
                if (WRITE_READY) begin
                    current_state <= STATE_DONE;
                    m_wstart <= 0;
                    m_waddr <= 'h0;
                    m_wdata <= 'h0;
                end
            end
            STATE_DONE: begin
                if (!BEGIN_TEST) begin
                    current_state <= STATE_IDLE;
                    m_wstart <= 0;
                    m_waddr <= 'h0;
                    m_wdata <= 'h0;
                end            
            end            
            default: begin
                current_state <= STATE_IDLE;
            end
        endcase
    end
end
endmodule
==> /design/flow/run.sh <==
#!/bin/bash
# OpenROAD 26Q1-2900-gdf79404cd8, Yosys 0.63+post, stock flow scripts
make -C /OpenROAD-flow-scripts/flow DESIGN_CONFIG=/design/flow/config.mk WORK_HOME=/design/flow/orfs finish
==> /design/flow/config.mk <==
export PLATFORM = sky130hd
export DESIGN_NAME = axi4_tester
export DESIGN_NICKNAME = axi4_tester
export VERILOG_FILES = /design/flow/design.v
export SDC_FILE = /design/flow/constraint.sdc
export NUM_CORES = 4
export LEC_CHECK = 1
export CORE_AREA = 10 10 121 121
export DIE_AREA = 0 0 131 131
==> /design/flow/constraint.sdc <==
current_design axi4_tester

set clk_period 1.7
set clk_io_pct 0.2

create_clock -name clk0 -period $clk_period [get_ports {CLOCK}]

set non_clock_inputs [all_inputs -no_clocks]
set_input_delay [expr $clk_period * $clk_io_pct] -clock clk0 $non_clock_inputs
set_output_delay [expr $clk_period * $clk_io_pct] -clock clk0 [all_outputs]
==> Slide: Implementation Results <==
Implementation Results

Run status
  • Run status: complete, no violations

Drt
  • Drt total wl: ~6300 um
  • Count of unresolved DRC violations after routing: 0
  • DR iter-0 viols: 36
  • Number of vias per cell after detailed routing: 2.705
  • Antenna cell count: 0
  • Iteration tally of the first detailed-router pass: 3
  • Average wire per standard cell: ~12 um
  • Vias: between 1,000 and 1,500
  • Antenna viol nets, final: 0

Floorplanning
  • I/O pin total: around 300
  • Std-Cell Core Area: between 0.01 and 0.015 mm^2
  • Die Area: 0.01716 mm^2
  • Rows: 40
  • Core Density at Floorplan: 0.2093
  • DIE HEIGHT: around 130 um
  • X dimension of the die: around 130 um

Cells and area
  • Fin util: 0.2559
  • Commonest cells after routing, fill and taps aside: sky130_fd_sc_hd__clkdlybuf4s50_1, sky130_fd_sc_hd__conb_1, sky130_fd_sc_hd__dlymetal6s2s_1
  • Fraction of layout cells with a size suffix above 1: 0.04692
  • Area growth syn-to-layout: 22.25%
  • Most instantiated logic cell after routing: sky130_fd_sc_hd__clkdlybuf4s50_1

Min path
  • Path category of the worst min-delay check: flip-flop to flip-flop

Placed design
  • I/O Buffers: between 150 and 200
  • GPL Wtd Cong: 0.6267
  • HPWL after DPL: 5099 um

Worst setup path
  • Type of the worst setup path: flip-flop to primary output
  • Critical Path Max Stage Delay: 490 ps
  • Worst path buffer plus inverter count: 2
  • Cells along the critical path: clkbuf_16 -> clkdlybuf4s50_1
  • Slowest-stage cell, CP: sky130_fd_sc_hd__clkdlybuf4s50_1
  • WP data required: between 1000 and 1500 ps
  • Kind of end point of the critical path: primary output
  • Startpoint types: flip-flop
  • Arrival @ worst endpoint: 1310 ps
  • Critical path peak fanout: 33
  • Dominant delay contributor by cell family on the critical path: buffers and inverters

Power
  • Power density over cell area: 551.8 mW/mm^2
  • Peak supply drop: 0.0002555 V
  • Static leakage power: around 1.8 nW

Final timing
  • Maximum clock rate: 607.9 MHz
  • Worst hold slack across all endpoints: 457.7 ps
  • Total count of hold-check failures in the final report: 0
  • Final number of max-transition violations: 0
  • Clock skew: 3.248 ps
  • # setup viols final: 0
  • Fin crit share: 0.9677
  • Min Clock Period, post-route: 1645 ps

Logic synthesis
  • Number of storage elements in the synthesis netlist: 9
  • Sequential-to-total area share from yosys stat: 0.07136
  • Area of the mapped netlist: 0.002525 mm^2
  • Chip area estimate from yosys synthesis: 0.002525 mm^2
  • Yosys stat cell total: 324
  • Average instance area after synthesis: 7.793 um^2
  • Number of different library cells in the post-synthesis netlist: 17
  • Yosys warns: 1
  • Mapped Cells: 324

Clock network
  • Root buffer cell: sky130_fd_sc_hd__clkbuf_16
  • Max clock buf depth: 2
  • Inserted Clock Buffers: 3
  • TritonCTS clock tree: done
  • Clock net sink count: 9
  • Clock slew at reported path FFs: 40 ps
  • Insertion delay of the later-clocked pin in the worst-skew pair: around 230 ps
  • CTS H-tree lvls: 1

GRT
  • Initial antenna violation count: 0
  • Vias in the first global route: 1,437
  • Gr usage total: 0.05352
  • Total congestion overflow: 0
  • Maximum number of pins on one net before global-route repair: 67
  • Global-route wire length before repair: 7590 um

Job
  • Max-cap viol count: 0
  • Number of warnings in the stage logs: 27
## power breakdown
| group | internal (mW) | leakage (nW) | switching [mW] | total (mW) |
|---|---|---|---|---|
| registers | 0.231 | 0.0758 | 0.0243 | 0.255 |
| clock network | 0.313 | 0.0382 | 0.0945 | 0.407 |
| logic | 0.807 | 1.66 | 0.233 | 1.04 |
## cells in the mapped netlist, drive strengths merged
| library cell | instances | area [um^2] |
|---|---|---|
| inv | 1 | 3.750 |
| dfxtp | 9 | 180.2 |
| mux2i | 6 | 60.06 |
| nand3 | 2 | 10.01 |
| and2 | 1 | 6.260 |
| o211a | 2 | 20.02 |
| o2111ai | 1 | 8.760 |
| buf | 286 | 2151 |
| nand2 | 3 | 11.26 |
| conb | 1 | 3.750 |
| clkbuf | 1 | 3.750 |
| a22oi | 2 | 15.01 |
| nor2b | 4 | 25.02 |
| o21ai | 1 | 5.000 |
| nor3 | 1 | 10.01 |
| nor2 | 3 | 11.26 |
## area by class of cell
cell class,count,area (um^2)
Clock buffer,4,78.83
Tap cell,168,210.2
Sequential cell,9,188.9
Timing Repair Buffer,183,1979
Fill cell,1258,8975
Multi-Input combinational cell,144,625.6
Inverter,1,3.754
## sequential cells by signal, summed over array words and instances (netlist names)
| register | cells |
|---|---|
| current_state | 5 |
| m_waddr | 2 |
| m_wdata | 1 |
| m_wstart | 1 |
## metrics by stage
step	power (mW)	cell area [um^2]	cells	setup slack [ps]	setup TNS, ps
detailed placement	1.310	2846	502	57.94	0
floorplan	1.102	2967	441	232.2	0
finish	1.703	3087	509	54.99	0
global route	1.851	3087	509	-3.787	-21.35
global placement	1.310	2846	502	61.88	0
CTS	1.747	2955	507	4.783	0
## layer usage
layer	GRT usage	part of all wire
met1	0.04836	0.29
met2	0.09721	0.49
met3	0.04087	0.22
met4	0.002616	0.0022
met5	0	0
## tightest hold or removal path: cells and delay by family (launching register included)
family | cells | cell delay (ps)
AND/OR/NAND/NOR | 1 | 50
flip-flops | 1 | 300
multiplexers | 1 | 50
## path summary, 6_finish.rpt
path,end,depth (start not counted),startpoint,slack [ps]
setup / recovery,WRITE_DATA[148],2,m_waddr[5]$_SDFFE_PN0P_,50
hold / removal,m_wstart$_SDFFE_PN0P_,2,m_wstart$_SDFFE_PN0P_,460
setup reg to reg,m_waddr[5]$_SDFFE_PN0P_,4,current_state[4]$_DFF_P_,280
hold reg to reg,m_wstart$_SDFFE_PN0P_,2,m_wstart$_SDFFE_PN0P_,460
## kinds of logic (layout without fill, tap and decap cells)
kind of cell	Yosys count	in the layout	synth area share
AOI/OAI and AO/OA	6	6	0.01932
other	1	118	0.001485
muxes	6	6	0.02379
buffers and inverters	288	188	0.8548
and+or+nand+nor	14	14	0.02924
DFF	9	9	0.07136
## timing repair
action                     in CTS  in global routing
setup endpoints to repair      61                151
resized                         2                 33
cloned                          1                  2
hold buffers                    0                  0
setup buffers                   0                  0
Power is estimated from default activity; no workload was simulated.
