==> flow/config.mk <==
export PLATFORM = sky130hd
export DESIGN_NAME = axi3_master
export DESIGN_NICKNAME = axi3_master
export VERILOG_FILES = /design/flow/design.v
export SDC_FILE = /design/flow/constraint.sdc
export NUM_CORES = 4
export LEC_CHECK = 1
export CORE_AREA = 10 10 404 404
export DIE_AREA = 0 0 414 414
==> flow/constraint.sdc <==
current_design axi3_master

set clk_period 18.2
set clk_io_pct 0.2

create_clock -name clk0 -period $clk_period [get_ports {CLOCK}]

set non_clock_inputs [all_inputs -no_clocks]
set_input_delay [expr $clk_period * $clk_io_pct] -clock clk0 $non_clock_inputs
set_output_delay [expr $clk_period * $clk_io_pct] -clock clk0 [all_outputs]
==> flow/design.v <==
`timescale 1 ns / 1 ps
module axi3_master #
(
    parameter P_TARGET_SLAVE_BASE_ADDR     = 64'h0,                              
    parameter integer P_WRITE_BURSTS = 1,                                        
    parameter integer P_READ_BURSTS  = 16,                                       
    parameter integer P_ID_WIDTH     = 4,                                        
    parameter integer P_ADDR_WIDTH   = 64,                                       
    parameter integer P_DATA_WIDTH   = 256                                       
)
(
    input  wire [P_ADDR_WIDTH - 1:0] WRITE_ADDR,
    input  wire [P_DATA_WIDTH - 1:0] WRITE_DATA,
    input  wire WRITE_START,
    output wire WRITE_READY,
    output wire WRITE_DONE,                                                      
    output wire WRITE_ERROR,                                                     
    input  wire CLOCK,                                                           
    input  wire RESET,                                                           
    output wire [P_ID_WIDTH - 1:0] AWID,                                         
    output wire [P_ADDR_WIDTH - 1:0] AWADDR,                                     
    output wire [3:0] AWLEN,                                                     
    output wire [2:0] AWSIZE,                                                    
    output wire [1:0] AWBURST,                                                   
    output wire AWVALID,                                                         
    input  wire AWREADY,                                                         
    output wire [P_DATA_WIDTH-1 : 0] WDATA,                                      
    output wire [P_DATA_WIDTH/8-1 : 0] WSTRB,                                    
    output wire WLAST,                                                           
    output wire WVALID,                                                          
    input  wire WREADY,                                                          
    output wire [P_ID_WIDTH-1 : 0] ARID,                                         
    output wire [P_ADDR_WIDTH-1 : 0] ARADDR,                                     
    output wire [5:0] ARLEN,                                                     
    output wire [2:0] ARSIZE,                                                    
    output wire [1:0] ARBURST,                                                   
    output wire ARVALID,                                                         
    input  wire ARREADY,                                                         
    input  wire [P_ID_WIDTH-1 : 0] RID,                                          
    input  wire [P_DATA_WIDTH-1 : 0] RDATA,                                      
    input  wire [1 : 0] RRESP,                                                   
    input  wire RLAST,                                                           
    input  wire RVALID,                                                          
    output wire RREADY,                                                          
    output wire BREADY,                                                          
    input  wire BVALID,                                                          
    input  wire [1 : 0] BRESP,                                                   
    input  wire [P_ID_WIDTH-1 : 0] BID                                           
);
function integer clogb2 (input integer bit_depth);
begin
    for(clogb2=0; bit_depth>0; clogb2=clogb2+1)
        bit_depth = bit_depth >> 1;
    end
endfunction
localparam integer P_WRITE_TRANSACTIONS_NUM = clogb2(P_WRITE_BURSTS - 1);
localparam integer C_MASTER_LENGTH = 12;
localparam integer C_NO_BURSTS_REQ = C_MASTER_LENGTH-clogb2((P_WRITE_BURSTS*P_DATA_WIDTH/8)-1);
reg [1:0] writer_state;
localparam [1:0] WRITE_IDLE = 0;
localparam [1:0] INIT_WRITE  = 1;
localparam [1:0] INIT_WBURST = 2;
reg [P_ID_WIDTH - 1:0]   m_awid = 0;
reg [P_ADDR_WIDTH - 1:0] m_awaddr;
reg m_awvalid;
reg [P_DATA_WIDTH - 1:0] m_wdata;
reg m_wlast;
reg m_wvalid;
reg m_bready;
reg [P_ADDR_WIDTH - 1:0] m_araddr;
reg m_arvalid;
reg m_rready;
reg [P_WRITE_TRANSACTIONS_NUM:0] write_index;                                    
reg [P_WRITE_TRANSACTIONS_NUM:0] read_index;                                     
wire [P_WRITE_TRANSACTIONS_NUM + 2: 0] burst_size_bytes;                         
reg [C_NO_BURSTS_REQ : 0] write_burst_counter;
reg [C_NO_BURSTS_REQ : 0] read_burst_counter;
reg start_single_burst_write;
reg start_single_burst_read;
reg writes_done;
reg reads_done;
reg error_reg;
reg compare_done;
reg read_mismatch;
reg burst_write_active;
reg burst_read_active;
reg [P_DATA_WIDTH - 1: 0] expected_rdata;
wire write_resp_error;
wire read_resp_error;
wire wnext;
wire rnext;
reg  init_txn_ff;
reg  init_txn_ff2;
reg  init_txn_edge;
wire init_txn_pulse;
reg [31:0] m_writer_counter = 0;
assign AWID = m_awid + m_writer_counter;
assign AWADDR = P_TARGET_SLAVE_BASE_ADDR + m_awaddr;                             
assign AWLEN= P_WRITE_BURSTS - 1;                                                
assign AWSIZE = clogb2((P_DATA_WIDTH / 8) - 1);                                  
assign AWBURST = 2'b01;                                                          
assign AWVALID = m_awvalid;
assign WDATA = m_wdata;                                                          
assign WSTRB = {(P_DATA_WIDTH / 8){1'b1}};
assign WLAST = m_wlast;
assign WVALID = m_wvalid;
assign BREADY = m_bready;
assign ARID = 'b0;
assign ARADDR = P_TARGET_SLAVE_BASE_ADDR + m_araddr;                             
assign ARLEN = P_READ_BURSTS - 1;                                                
assign ARSIZE = clogb2((P_DATA_WIDTH / 8) - 1);                                  
assign ARBURST = 2'b01;
assign ARVALID = m_arvalid;
assign RREADY = m_rready;
assign burst_size_bytes = P_WRITE_BURSTS * P_DATA_WIDTH / 8;                     
always @(posedge CLOCK) begin
    if (RESET == 0) begin
        m_awvalid <= 0;
    end else if (WRITE_START) begin
        m_awvalid <= 1;
        m_writer_counter <= m_writer_counter + 1;
    end else if (AWREADY && m_awvalid) begin                                     
        m_awvalid <= 0;
        m_writer_counter <= m_writer_counter - 1;
    end else begin
        m_awvalid <= m_awvalid;
    end
end
always @(posedge CLOCK) begin
    if (RESET == 0) begin
        m_awaddr <= 0;
    end else if (WRITE_START) begin
        m_awaddr <= WRITE_ADDR;
    end else if (AWREADY && m_awvalid) begin
        m_awaddr <= 0;
    end else begin
        m_awaddr <= m_awaddr;
    end
end
always @(posedge CLOCK) begin
    if (RESET == 0) begin
        m_wvalid <= 0;
    end else if (WRITE_START) begin
        m_wvalid <= 1;
    end else if (WREADY && m_wvalid) begin
        m_wvalid <= 0;
    end else begin
        m_wvalid <= m_wvalid;
    end
end
always @(posedge CLOCK) begin
    if (RESET == 0) begin
        m_wlast <= 0;
    end else if (WRITE_START) begin
        m_wlast <= 1;
    end else if (WREADY && m_wvalid) begin
        m_wlast <= 0;
    end else begin
        m_wlast <= m_wlast;
    end
end
always @(posedge CLOCK) begin
    if (RESET == 0) begin
        m_wdata <= 0;
    end else if (WRITE_START) begin
        m_wdata <= WRITE_DATA;
    end else if (WREADY && m_wvalid) begin
        m_wdata <= 0;
    end else begin 
        m_wdata <= m_wdata;
    end
end
 always @(posedge CLOCK) begin
    if (RESET == 0) begin
        m_bready <= 0;
    end else begin
        m_bready <= 1;
    end
end
always @(posedge CLOCK) begin
    if (RESET == 0) begin
        m_arvalid <= 0;
    end else begin
        m_arvalid <= m_arvalid;
    end
end
always @(posedge CLOCK) begin
    if (RESET == 0) begin
        m_rready <= 0;
    end else begin
        m_rready <= m_rready;
    end
end
endmodule
==> flow/run.sh <==
#!/bin/bash
# OpenROAD 26Q1-2900-gdf79404cd8, Yosys 0.63+post, stock flow scripts
make -C /OpenROAD-flow-scripts/flow DESIGN_CONFIG=/design/flow/config.mk WORK_HOME=/design/flow/orfs finish
==> flow_summary.yaml <==
# generated from flow reports
final_timing:
  fmax_mhz: 149.2
  setup_tns_ns: 0
  hold_viol_final: 0
  fin_crit_sh_pct: 36.83
  maxSlewHeadroom_pct: 44.21
  min_period_ns: 6.704
  clock_skew_ns: 0.05181
  worst_pin_slew_ns: 0.8368
  slew_violations: 0
  rsz0062_at_grt: "no"
  setup_viol: 0
  fin_hold_ws_ns: 0.5194
critical_path:
  path_class: "input port to flop"
  cp_data_arrival_time_ns: 7.24
  setup.worst_path.end_class: "flop"
  worstSetupStartpointType: "input port"
  worstPathRequired_ns: 18.73
  path_max_fanout: 71
run:
  warning_count: 297
  drv_cap: 0
synthesis:
  ys_cells: 1219
  yosysMostFrequentCell: "dfxtp_1"
  yosys.cell_types.count: 21
  top_cell_area_share_pct: 50.72
  ys_ff: 327
  ys.flop_type: "dfxtp_1"
  top_cells_by_area: "dfxtp_1 (51%), a22oi_1 (19%), nor2b_1 (16%), buf_4 (7.9%), buf_6 (2.0%)"
  yosysWarnings: 68
  avgSynthCellArea_um2: 10.46
  async_reset_ff_share_pct: 0
  syn-cell-area_um2: 12750
  synth_area_leader_cell: "dfxtp_1"
  top_cells_by_count: "dfxtp_1 (323), nor2b_1 (321), a22oi_1 (320)"
  yosys.stat.seqShare_pct: 51.66
  syn_inst: 1219
  edf_count: 4
  ys_area_um2: 12750
detailed_routing:
  viasPerCell: 2.884
  drc_errors: 0
  drtAntennaViolNets: 0
  avgRoutedWirePerCell_um: 20.27
  via_count: 11250
  drt_first_pass_iters: 4
  drt_iter0_markers: 765
  wl_um: 79060
status:
  status: "completed"
final_layout:
  fin_area_um2: 22280
  fillers: 17320
  area_delta_synth_final_pct: 74.77
  drive_gt1_share_pct: 4.592
cts:
  clk_pin_slew_ns: 0.06
  numCtsBuffers: 45
  cts.sinks: 327
  cts_setup_buffers: 0
  clock_latency_ns: 0.64
  cts_tree: "built"
  cts.hold.buffers_added: 0
  cts-htree-levels: 2
  cts_buffer_depth: 3
  ctsResizeCount: 0
  cts-root-buf: "clkbuf_16"
die:
  fp-utilization_pct: 8.266
  core_area_um2: 154200
  fp.dieW_um: 414
  pin_count: 1050
  die_y_um: 414
  row_count: 144
  dieArea_um2: 171400
global_route:
  overflow: 0
  grt_start_max_net_pins: 100
  grt_pass1_vias: 11300
  grt_usage_pct: 8.867
  grt_antenna_before_repair: 47
  grt_first_pass_wirelength_um: 104200
worst_hold_path:
  hp-class: "flop to flop"
power_and_ir_drop:
  p_leak_nw: 7.532
  peakVddDrop_mv: 0.05903
  p_per_area_nw_per_um2: 87.38
placed_design:
  hpwl_um: 64270
  port_buffers: 652
  gp_congestion: 0.8404
  dpl_cell_area_um2: 20800
-- critical path, stage by stage --
cell and delay (ns):
clkdlybuf4s50_1 0.48, a21oi_4 0.69, buf_4 0.57, buf_4 0.66, buf_4 0.75, a22oi_1 0.15
nor2b_1 0.16
-- sequential cells by signal, summed over array words and instances (netlist names) --
register and cells:
m_wdata 256, m_wlast 1, m_awvalid 1, m_writer_counter 4, m_bready 1, m_awaddr 64
-- path summary, 6_finish.rpt --
kind / start / end / slack (ns) / cells past startpoint
hold reg to reg: m_wdata[132] / m_wdata[132] / 0.52 / 2
setup / recovery: WREADY / m_wdata[114] / 11.50 / 7
hold / removal: m_wdata[132] / m_wdata[132] / 0.52 / 2
setup reg to reg: m_wlast / m_wdata[114] / 14.67 / 6
-- per-layer routing --
metal	global-route usage (%)	part of all wire, %
met5	0	0.33
met4	2.024	3.0
met3	5.054	13
met2	13.41	44
met1	10.91	40
-- cell usage in the layout, fill, tap and decap left out --
cell type        synthesis  routed
clkinv_8                 0       1
diode_2                  0       6
a22oi_1                320     320
a21oi_1                  1       1
buf_8                    0       1
conb_1                   2     125
clkinv_2                 0       3
clkinvlp_4               0       4
nor2b_1                321     321
clkbuf_16                0      45
inv_6                    0       3
clkinv_16                0       1
bufinv_16                0       2
a21oi_4                  1       2
edfxtp_1                 4       4
ha_1                     2       2
xor2_1                   1       1
a21o_1                   1       1
a21boi_0                 2       2
dfxtp_1                323     323
buf_4                  135      12
nand2b_1                 2       2
clkdlybuf4s50_1          0     650
clkbuf_8                 0       9
clkbuf_1                36       9
clkinv_4                 0       2
fa_1                     1       1
inv_1                    2       2
xnor2_1                  2       2
-- area by class of cell --
cell class                      count  area [um^2]  area share, %
Timing Repair Buffer              664         6625          29.74
Sequential cell                   327         6586          29.56
Multi-Input combinational cell    780         5024          22.55
Tap cell                         2044         2557          11.48
Clock buffer                       62         1270          5.700
Clock inverter                     16        195.2         0.8761
Antenna cell                        6        15.01        0.06739
Inverter                            2        7.507        0.03369
-- report_power, final --
group          total [mW]  switching (mW)  internal, mW  leakage, nW
logic               0.275           0.107         0.168         4.13
clock network       0.892           0.373         0.519        0.703
registers           0.780          0.0227         0.757         2.70
total                1.95           0.502          1.44         7.53
-- metrics by stage --
step	worst slack (ns)	instances	util, %	total power, mW
2_1_floorplan	13.14	1342	-	0.8964
3_3_place_gp	10.85	3817	13.49	1.076
3_5_place_dp	10.88	3817	13.49	1.077
4_1_cts	11.52	3895	14.44	1.995
5_1_grt	11.26	3897	14.44	2.037
6_report	11.50	3901	14.45	1.947
-- logic make-up (layout without fill, tap and decap cells) --
logic type / after synthesis / count (layout) / share of synthesized area [%]
DFF: 327 / 327 / 51.66
AOI/OAI and AO/OA: 326 / 326 / 19.26
and+or+nand+nor: 323 / 323 / 15.85
buffers and inverters: 235 / 744 / 12.61
adders and majority gates: 3 / 3 / 0.3533
xor gates and xnor gates: 3 / 3 / 0.2061
other: 2 / 131 / 0.05891
Power is estimated from default activity; no workload was simulated.
